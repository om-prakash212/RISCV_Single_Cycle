===== ./run.sh =====
#!/bin/bash
# OpenROAD 26Q1-2900-gdf79404cd8, Yosys 0.63+post, stock flow scripts
make -C /OpenROAD-flow-scripts/flow DESIGN_CONFIG=/design/flow/config.mk WORK_HOME=/design/flow/orfs finish

===== ./config.mk =====
export PLATFORM = sky130hd
export DESIGN_NAME = Register_file
export DESIGN_NICKNAME = Register_file
export VERILOG_FILES = /design/flow/design.v
export SDC_FILE = /design/flow/constraint.sdc
export NUM_CORES = 4
export LEC_CHECK = 1
export CORE_UTILIZATION = 30

===== ./constraint.sdc =====
current_design Register_file

set clk_period 82.5
set clk_io_pct 0.2

create_clock -name clk0 -period $clk_period [get_ports {clk}]

set non_clock_inputs [all_inputs -no_clocks]
set_input_delay [expr $clk_period * $clk_io_pct] -clock clk0 $non_clock_inputs
set_output_delay [expr $clk_period * $clk_io_pct] -clock clk0 [all_outputs]

===== ./design.v =====
module Register_file (
     input logic         clk,rst,reg_wr,
     input logic  [4:0]  raddr1,raddr2,waddr,
     input logic  [31:0] wdata,
     output logic [31:0] rdata1,rdata2
);
    logic [31:0] register_file[30:0];
    always_comb begin
        rdata1 = (|raddr1) ? register_file[raddr1] : '0 ;
        rdata2 = (|raddr2) ? register_file[raddr2] : '0 ;
    end
  integer i;
  always_ff @(negedge clk) begin
    if (reg_wr && (|waddr)) begin
        register_file[waddr] <= wdata;
    end
    else if (rst) begin
      for(i = 1; i <= 32; i = i + 1)
        register_file[i] <= 32'd0;
    end 
  end
endmodule

==> run notes <==
Item: results of the latest flow run.

- The most common cell in the synthesized netlist is sky130_fd_sc_hd__nand2_1.
- On the reported timing paths, the clock transition at the registers reads 0.04 ns.
- In the post-synthesis netlist, the biggest area contributors are sky130_fd_sc_hd__dfxtp_1 40%, sky130_fd_sc_hd__mux4_2 18%, sky130_fd_sc_hd__nand2_1 15%.
- The initial standard-cell utilization of the core is 0.304.
- In this run the critical path is formed by clkdlybuf4s50_1 > nor3_1 > nand2_1 > a21boi_4 > buf_4 > buf_12 > buf_4 > buf_4 > buf_4 > buf_4 > buf_4 > nor2b_1.
- The met1 track utilization from global routing is 0.275.
- The number of failing hold endpoints at the final stage is 0.
- Counting along the longest clock path gives a buffer depth of 3.
- The number of max-cap violations is 0.
- The number of filler cells placed in the layout is 16517.
- STA on the placed design reports a worst setup slack of 18.29 ns.
- For this design, the slowest cell found on the critical path is sky130_fd_sc_hd__buf_4.
- Measured against its own limit, the worst slew margin works out to 0.210.
- The layout summary lists the proportion of cells stronger than drive strength 1 as 0.127.
- On met2, the global router reports a usage of 0.379.
- The total number of vias is 50311.
- In this run the tool buffered the top-level ports with 113 buffer cells.
- The routed layout reports a DRC error count of 0.
- The core area is 0.170 sq mm.
- The number of cells produced by synthesis is 5920.
- The register bit count reported by yosys is 1024.
- The endpoint class of the critical path is a flop.
- The layout-stage area growth over the synthesis result is 20.8%.
- The top-area cell type share of the netlist area is 0.397.
- The post-cts resize count is 0.
- Per the post-run analysis, buffers plus inverters along the critical path come to 8.
- The total grt overflow is 0.
- The synthesized design contains 0 enable-type register cells.
- The area of the chip is 0.174 sq mm.
- The required time at the worst endpoint is listed as 41.82 ns.
- The die is 417 um tall.
- After clock tree synthesis, the flow added hold-fix buffers numbering 0.
- The first global-routing pass estimated 310000 um of wire.
- The depth of the CTS H-tree is 3.
- Setup total negative slack on the finished layout was measured at 0 ns.
- The worst ir drop on vdd is 0.0000176 V.
- The count of cells in the finished layout, fillers not included, comes to 9138.
- In this run, CTS created clock tree buffers numbering 105.
- In the final layout, flip-flops and latches occupy 0.0205 sq mm.
- Setup repair after global routing left no endpoint under its margin.
- The skew report gives the latency at the later pin of the worst-skew pair as 0.71 ns.
- The clock tree root driver cell is sky130_fd_sc_hd__clkbuf_16.
- Post-synth the commonest register cell is sky130_fd_sc_hd__dfxtp_1.
- Routability-driven placement finished with a final weighted congestion of 0.943.
- Sorting the synthesized cells by how often they occur yields 2031 x sky130_fd_sc_hd__nand2_1, 1024 x sky130_fd_sc_hd__dfxtp_1, 1017 x sky130_fd_sc_hd__a21oi_1.
- The category of the worst setup path launch point is a primary input.
- In the synthesis report, Yosys lists the chip area as 0.0517 sq mm.
- Wires add up to 211000 um.
- The power per standard cell area is 21.6 mW/mm^2.
- The data arrival time at the worst-slack endpoint is 23.02 ns.
- Once the clock tree was built, the setup fixing pass inserted 0 buffers.
- Per the GRT log, the top usage layer is met2.
- For reference, the post-synthesis area per instance comes to 8.73 sq um.
- The tally of yosys warning messages is 1.
- The report shows a maximum critical-path fanout of 147.
- The cell area after synthesis is 0.0517 sq mm.
- The cell total after placement is 7921.
- The via count of the first global-routing pass is 50343.
- The maximum single-stage delay on the critical path is 0.76 ns.
- The estimated wirelength of the detail-placed design is 115000 um.
- In the final layout, the registers with the most flip-flops are register_file (1024).
- The count of unique library cells instantiated by Yosys is 40.
- The fraction of the yosys area taken by sequential cells is 0.397.
- The setup violation total in the final timing report is 0.
- The setup clock skew after layout is 0 ns.
- The met3 track utilization from global routing is 0.118.
- The count of standard-cell rows is 151.
- Yosys stat counts 5920 cells in the synthesized netlist.
- The cell that appears most often on the critical path is sky130_fd_sc_hd__buf_4.
- The die span in x is 417 um.
- The first detailed-routing pass took 6 iterations.
- For reference, the most critical setup path is categorized as primary input to flop.
- The script logs the mean routed wire length per placed instance as 23.1 um.
- The count of boundary I/O pins is 114.
- Using the TritonRoute via totals, the vias-per-cell ratio works out to 5.51.
- Detailed-route iteration 0 reported a violation count of 4988.
- The initial antenna violation count came to 5.
- The run finished with clean final reports.
- The share of flip-flops with an asynchronous set or reset is 0.
- The combinational gate area is 0.0288 sq mm.
- Per the post-route antenna check, the number of violating nets is 0.
- The register with the most flip-flops in the layout has 1024 of them.
- The largest register by flop count is register_file.
- Of all cell types, the one taking the most synthesized area is sky130_fd_sc_hd__dfxtp_1.
- The static leakage is 25.0 nW.
- The largest net degree at the start of global routing is 162.
- The number of slew-limit violations in the final report is 0.
- TritonCTS built the clock tree.
- The global-route total usage across every layer is 0.247.
- The clock drives 1024 sinks.
- Setup slack closes at 18.81 ns.
- The path category of the worst min-delay check is flop to flop.
- The kind of cell adding the most delay to the critical path is buffers and inverters.
- The pin closest to its max-slew limit shows a slew of 1.16 ns.
- The number of warnings in the stage logs is 1036.
## final cells by class
cell class                 instances  share of cell area
clock inverter                  1107              0.0770
sequential                      1024               0.328
clock buffer                     109              0.0437
inverter                           3            0.000180
timing repair buffer             315              0.0437
antenna                            2           0.0000802
multi-input combinational       4283               0.461
tap                             2295              0.0460
## tightest hold or removal path, cell delays in order, from the launching register on
cell                      delay, ns
sky130_fd_sc_hd__dfxtp_1       0.30
sky130_fd_sc_hd__nand2_1       0.05
sky130_fd_sc_hd__a21oi_1       0.05
## stage by stage
step | util | instance area, sq um | hold slack [ns] | power [mW]
3_3_place_gp | 0.323 | 54900 | 0.449 | 0.708
6_report | 0.367 | 62400 | 0.463 | 1.35
3_5_place_dp | 0.323 | 54900 | 0.458 | 0.710
5_1_grt | 0.367 | 62400 | 0.477 | 1.43
4_1_cts | 0.367 | 62400 | 0.462 | 1.36
2_1_floorplan | - | 51700 | 0.443 | 0.665
## metal layers
layer	wire length (um)	up-vias	part of all wire
li1	-	22386	-
met4	14200	10	0.067
met2	98000	3050	0.46
met3	26000	747	0.12
met1	72600	24118	0.34
met5	207	-	0.00098
## worst paths after layout
kind	from	end	slack (ns)	depth (start not counted)
setup / recovery	waddr[4]	register_file[0][4]	18.81	12
setup reg to reg	register_file[7][23]	register_file[7][23]	81.81	2
hold / removal	register_file[13][5]	register_file[13][5]	0.46	2
hold reg to reg	register_file[13][5]	register_file[13][5]	0.46	2
## report_power, final
group	switching, mW	internal (mW)
Sequential	0.00748	0.510
Clock	0.341	0.373
Combinational	0.0741	0.0405
## cell families (layout without fill, tap and decap cells)
kind of cell           count (synthesis)  in the layout  synth area share
AOI/OAI and AO/OA                   1317           1317             0.143
buffers and inverters                613           1534            0.0534
DFF                                 1024           1024             0.397
muxes                                708            708             0.235
other                                  0              2                 0
and+or+nand+nor                     2258           2258             0.171
## layout by cell type, fill, tap and decap left out, types with 24 or more instances in the layout
cell and instances:
sky130_fd_sc_hd__nand2_1 2018, sky130_fd_sc_hd__inv_1 1050, sky130_fd_sc_hd__dfxtp_1 1024, sky130_fd_sc_hd__a21oi_1 1017
sky130_fd_sc_hd__mux4_2 405, sky130_fd_sc_hd__mux2i_1 293, sky130_fd_sc_hd__buf_4 197, sky130_fd_sc_hd__clkbuf_16 109
sky130_fd_sc_hd__clkdlybuf4s50_1 104, sky130_fd_sc_hd__a22oi_1 74, sky130_fd_sc_hd__nor2b_1 59, sky130_fd_sc_hd__a22o_1 50
sky130_fd_sc_hd__o22ai_1 44, sky130_fd_sc_hd__a2111oi_0 43, sky130_fd_sc_hd__nor3_1 34, sky130_fd_sc_hd__nor2_1 32
sky130_fd_sc_hd__a211oi_1 31, sky130_fd_sc_hd__clkinvlp_2 24
Power and IR drop assume default switching activity.
